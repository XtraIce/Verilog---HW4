**./constraint.sdc**
```tcl
current_design FIFO_Mem

set clk_period 3.8
set clk_io_pct 0.2

create_clock -name clk0 -period $clk_period [get_ports {CLK}]

set non_clock_inputs [all_inputs -no_clocks]
set_input_delay [expr $clk_period * $clk_io_pct] -clock clk0 $non_clock_inputs
set_output_delay [expr $clk_period * $clk_io_pct] -clock clk0 [all_outputs]
```
**./design.v**
```verilog
`timescale 1ns / 1ps
module FIFO_Mem #(DEPTH=5,WL =5)(input [WL-1:0]data_in, [0:0]CLK, n_rst, write_en,  write_rq, read_rq, read_en, 
												  output reg [WL-1:0]data_out ,output reg full, almost_full, empty, almost_empty);
	reg [WL-1:0]FIFO_mem[0:DEPTH-1];
	reg [DEPTH:0]current_top;
	reg [DEPTH-1:0]write_ptr;
	reg [DEPTH-1:0]read_ptr;
	reg write_en_mem, read_en_mem;
	always @(posedge CLK) begin: CHECK_TOP
	if(current_top == 0)begin 
		empty =1'b1;
		almost_empty=1'b0;
		end
	else if(current_top == 1)begin 
		almost_empty=1'b1;
		empty =1'b0;
		end
	else if(current_top == (1<<DEPTH)-2)begin 
		almost_full=1'b1;
		full=1'b0;
		end
	else if(current_top == (1<<DEPTH)-1)begin 
		full=1'b1;
		almost_full=1'b0;
		end
	else begin  
		empty=1'b0;
		almost_empty=1'b0;
		almost_full=1'b0;
		full=1'b0;
		end
	end
	always @(posedge CLK) begin: CHANGE_TOP  
	if(!n_rst)  
		current_top = 0;
	else if(((read_rq && read_en) &&  !(write_rq && write_en))&& (current_top  != 0))
		current_top = current_top-1;  
	else if((write_rq && write_en) &&  ! (read_rq && read_en)&& (current_top  != DEPTH))
		current_top = current_top+1;  
	end
	always@(negedge CLK, negedge n_rst) begin: WRITE_RQ_PROCESSED
		if (!n_rst) begin 
			write_ptr <=0;
			write_en_mem <=0;
			end
		else if(full) 
			write_en_mem <= 0;
		else if(write_rq && write_en) 
			write_en_mem <=1;
		else
			write_en_mem <=0;
	end
	always@(negedge CLK, negedge n_rst) begin: READ_RQ_PROCESSED
		if (!n_rst) begin 
			read_ptr = 0;
			read_en_mem <=0;
			end
		else if(empty) 
			read_en_mem =0;
		else if(read_rq && read_en) 
			read_en_mem =1;
		else
			read_en_mem =0;
	end
		always@(posedge CLK) begin: PROCESS_DATA
		if(!n_rst)
			data_out <= 0;
	else if(write_en_mem && read_en_mem)begin  
			data_out <= FIFO_mem[read_ptr];
			read_ptr <= read_ptr+1;
			FIFO_mem[write_ptr] <= data_in;
			write_ptr <= write_ptr+1;
			end
	else if (write_en_mem)begin  
			FIFO_mem[write_ptr] <= data_in;
			write_ptr <= write_ptr+1;
			end
	else if (read_en_mem)begin  
			data_out <= FIFO_mem[read_ptr];
			read_ptr <= read_ptr+1;
			end		
	end
endmodule
```
**./run.sh**
```bash
#!/bin/bash
# OpenROAD 26Q1-2900-gdf79404cd8, Yosys 0.63+post, stock flow scripts
make -C /OpenROAD-flow-scripts/flow DESIGN_CONFIG=/design/flow/config.mk WORK_HOME=/design/flow/orfs finish
```
**./config.mk**
```make
export PLATFORM = sky130hd
export DESIGN_NAME = FIFO_Mem
export DESIGN_NICKNAME = FIFO_Mem
export VERILOG_FILES = /design/flow/design.v
export SDC_FILE = /design/flow/constraint.sdc
export NUM_CORES = 4
export LEC_CHECK = 1
export CORE_UTILIZATION = 50
export SYNTH_HDL_FRONTEND = slang
```
==> run summary <==
yosys + openroad results -> crit-path max FO 5, area grow syn2layout 16.7%, num ports 20, WL final 3820 um, Mapped Cells 157, hold_buf cts 0, layout cell share with drive strength beyond 1 13.1%, # Cells Yosys 157, RSZ-0062 raised after global routing false, Slew Viols, Final 0, Worst-Skew Late Latency 0.30 ns, All-Layer GR Usage 20.8%, R2R depth 4, HP Start empty, CP max-delay cell nor2_1, die area 4590 um^2, Avg Inst Size Synth 13.8 um^2, Placer Congestion 0.932, Crit. End Element flip-flop, Die X 67.8 um, clock net sink count 51, WHS Path Cells 1, post-CTS setup buffer count 0, Core Rows 23, Top-area cell share 45.8%, P_leak 0.898 nW, Top Layout Cells edfxtp_1 (33), clkdlybuf4s50_1 (19), dfxtp_1 (16), Buffers & Inverters on Critical Path 0, ys async rst share 3.92%, Worst Skew 0.00835 ns, WS Path Type flip-flop to flip-flop, Commonest Layout Cell edfxtp_1, post-route cell area 2520 um^2, worst reg-to-reg setup slack 0.41 ns, CTS tree built, Seq share, synth 62.9%, 1st-pass router iterations 4, Ant. Diodes 0, maximum vdd drop 0.000237 V, FF-to-FF Start write_en_mem, Worst Hold End empty, most used flip-flop cell edfxtp_1, number of global-route vias before repair 1305, CTS Buf Count 5, initial antenna violation count 0, class of the worst hold path flip-flop to flip-flop, Via-to-Cell Ratio 5.69, grt ovf 0, post-CTS resize count 0, post-DP HPWL 2790 um, Vias 1326, Top delay family on crit path simple AND/OR/NAND/NOR gates, CTS root buf clkbuf_8, Top area cell types edfxtp_1 (46%), dfxtp_1 (15%), mux4_2 (5.2%), ha_1 (3.5%), mux2i_1 (3.2%), Post-synth EDFFs 33, Reg-to-Reg End FIFO_mem[3][4], area post-placement 2420 um^2, Final setup viols 0, crit-path cells nand2_1, nor2_1, nand2_1, nor2_1, Worst EP required 3.74 ns, Largest stage delay, worst path 0.43 ns, nature of the critical path startpoint flip-flop, Rel. slew slack 61.2%, Post-DRT Antenna Nets 0, outcome completed, pin count of the biggest net entering global routing 17, synthesized cell area 2160 um^2, Post-synth regs 51, number of max-cap violations 0, Power Dens Cells 472 nW/um^2, final tally of hold violations 0, H-tree depth 2, Log Warnings 29, Core Region 4090 um^2, drt wl/cell 16.4 um, Slew @ Worst Pin 0.579 ns, DRC Markers 0, global-route wire length before repair 6310 um, Worst Path Arrival 3.33 ns, drt initial violations 54, Yosys chip area 2160 um^2, Initial Util 52.9%, Synth warnings 0, Yosys top cell by area edfxtp_1, Die Span Y 67.8 um, I/O Buffers 19, Sum Neg Setup Slack 0 ns, Distinct lib cells used 42, fill cell count 325, clock-pin slew on the worst setup and hold paths 0.09 ns, CTS max path bufs 2
==> cells in the mapped netlist, drive strengths merged, types with 3 or more instances <==
master  count
ha          6
edfxtp     33
mux4        5
dfxtp      16
nor4b       4
a21oi       6
a211oi      4
inv         9
o21ai       5
nor4        3
nand2      10
mux2i       7
clkbuf      3
nor2        9
nor3        5
==> power by group <==
| part | internal [mW] | total (mW) | switching [mW] |
|---|---|---|---|
| Sequential | 0.634 | 0.682 | 0.0476 |
| Combinational | 0.106 | 0.189 | 0.0832 |
| Clock | 0.149 | 0.319 | 0.171 |
==> cell families after synthesis <==
kind of cell / count (synthesis) / share of synthesized area (%)
muxes: 13 / 8.96
AOI/OAI and AO/OA: 29 / 10.5
and+or+nand+nor: 40 / 10.0
adders and majority gates: 6 / 3.47
buffers and inverters: 14 / 2.54
DFF: 51 / 62.9
xor gates and xnor gates: 4 / 1.62
==> worst max path at each step <==
stage / start / end / cells after the start
after CTS: write_en_mem / FIFO_mem[3][3] / 4
final: write_en_mem / FIFO_mem[3][4] / 4
after global routing: write_en_mem / FIFO_mem[3][3] / 4
==> metrics by stage <==
stage	util, %	setup slack (ns)	instances	total power, mW	hold WS [ns]
floorplan	-	0.391	157	0.793	0.427
global placement	59.3	0.340	225	0.880	0.477
detailed placement	59.3	0.322	225	0.883	0.482
CTS	61.8	0.417	233	1.20	0.505
global route	61.8	0.260	233	1.25	0.519
finish	61.8	0.408	233	1.19	0.496
==> state kept, by name, summed over array words and instances (netlist names), named ones only <==
signal / cells
FIFO_mem: 25
current_top: 6
data_out: 5
read_ptr: 3
write_ptr: 3
almost_empty: 1
almost_full: 1
empty: 1
full: 1
read_en_mem: 1
write_en_mem: 1
==> final cells by class <==
class	instances	area [um^2]	area share (%)
clock inverters	2	16.3	0.645
repair buffers	23	220	8.73
multi-input cells	92	747	29.6
flip-flops and latches	51	1360	53.9
well taps	50	62.6	2.48
clock buffers	6	82.6	3.27
inverters	9	33.8	1.34
==> worst reg2reg max path: cells and delay by family (launching register included) <==
family           cells  cell delay [ns]
and+or+nand+nor      4             0.74
DFF                  1             0.40
==> routing by layer <==
metal	global-route usage (%)	vias up	routed length [um]
li1	-	657	-
met1	34.9	615	1780
met2	26.9	49	1630
met3	11.5	5	365
met4	1.82	0	45
met5	0	-	0
Power is estimated from default activity; no workload was simulated.
